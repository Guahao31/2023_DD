**/design/flow/config.mk**
```make
export PLATFORM = sky130hd
export DESIGN_NAME = clkdiv_pulse
export DESIGN_NICKNAME = clkdiv_pulse
export VERILOG_FILES = /design/flow/design.v
export SDC_FILE = /design/flow/constraint.sdc
export NUM_CORES = 4
export LEC_CHECK = 1
export CORE_UTILIZATION = 30
```
**/design/flow/constraint.sdc**
```tcl
current_design clkdiv_pulse

set clk_period 7.3
set clk_io_pct 0.2

create_clock -name clk0 -period $clk_period [get_ports {clk}]

set non_clock_inputs [all_inputs -no_clocks]
set_input_delay [expr $clk_period * $clk_io_pct] -clock clk0 $non_clock_inputs
set_output_delay [expr $clk_period * $clk_io_pct] -clock clk0 [all_outputs]
```
**/design/flow/design.v**
```verilog
`timescale 1ns / 1ps
module clkdiv_pulse(
	input clk,
	input rst,
	input Sel_CLK,
	input pulse,
	output CK,
	output reg [31:0] clkdiv
);
	always @(posedge clk or posedge rst) begin
		if(rst) clkdiv <= 0;
		else clkdiv <= clkdiv + 1'b1;
	end
	assign CK = (Sel_CLK)? ~pulse : clkdiv[26];
endmodule
```
**/design/flow/run.sh**
```bash
#!/bin/bash
# OpenROAD 26Q1-2900-gdf79404cd8, Yosys 0.63+post, stock flow scripts
make -C /OpenROAD-flow-scripts/flow DESIGN_CONFIG=/design/flow/config.mk WORK_HOME=/design/flow/orfs finish
```
==> results.ini <==
[cts]
postCtsHoldBufs = 0
cts.clk_slew.worst_paths_ns = 0.06
numClockSinks = 32
cts_buffer_depth = 2
clk-insertion-delay-late_ns = 0.28
cts_root_buffer = clkbuf_8
cts_buffers = 5
cts_resized = 0
cts.htree.levels = 2
cts_tree = yes
post_cts_buffers = 0

[power]
ir_drop_mv = 0.0749
power_frac_comb = 0.019
power_frac_seq = 0.555
clkPwrFrac = 0.426
p_per_area_mw_per_mm2 = 158
p_int_w = 0.000257
p_sw_w = 0.0000629
p_leak_nw = 0.897
switching_share = 0.197

[final_layout]
lay_top_count = clkdlybuf4s50_1
instances_no_fill = 239
top_regs = clkdiv x32
layout-drive-gt1-share = 0.0872
lay_top_cells = clkdlybuf4s50_1, dfrtp_1, xor2_1, xnor2_1, nand3_1
largest_register_ff_count = 32
regMostFlops = clkdiv
area_delta_synth_final_pct = 34.7
design_area_mm2 = 0.00202

[worst_setup_path]
start_kind = input pin
max_stage_delay_ns = 0.47
setup.worst_path.end_class = output pin
crit_slowest_cell = clkdlybuf4s50_1
critPathTopFamily = buffers and inverters
crit_fanout = 2
worstPathArrival_ns = 2.55
crit_type = input pin to output pin
worstPathCellList = clkdlybuf4s50_1, nor2_1, a21oi_1, clkdlybuf4s50_1
required_ns = 5.84
crit_buf_inv = 2
cp_common_cell = clkdlybuf4s50_1

[run]
tool_warnings = 25
drv_cap = 0

[synthesis]
synth-xor-area-share = 0.175
async_flop_share = 1.00
synth-edff-count = 0
yosys_warnings = 1
ys_sh_aoi = 0.00334
ys_sh_simple = 0.251
syn_area_mm2 = 0.00150
top_logic_kind = simple AND/OR/NAND/NOR gates
ys_ff = 32
ys_cells = 131
yosysChipArea_mm2 = 0.00150
avgSynthCellArea_um2 = 11.4
flop_cell = dfrtp_1
synth_cell_types = 22
synthCells = 131
ys_sh_adder = 0.00835
ys_seq_share = 0.535
ys_sh_mux = 0

[timing]
fin_skew_ns = 0.00517
fmax_ghz = 0.249
finalSetupViolCount = 0
tns_ns = 0
min_period_over_period = 0.549
final.min_clock_period_ns = 4.01
hold_ws_ns = 0.488
hold_violations = 0
worst_pin_slew_ns = 0.499
grt_setup_unrepaired = no
slew-limit-headroom = 0.666
slew_violations = 0

[drt]
antenna_cells_inserted = 0
ant_nets = 0
wl_um = 2890
viasPerCell = 4.56
wl_per_cell_um = 12.1
dr.pass1.iters = 4
vias = 1091
drc = 0
drt_iter0_markers = 83

[floorplanning]
rows = 25
core_region_area_mm2 = 0.00475
ios = 37
die_area_mm2 = 0.00528
fp_util = 0.315
fp.dieW_um = 72.7
die_h_um = 72.7

[global_route]
grt.total_usage = 0.122
grt_max_degree = 33
grt_first_pass_wirelength_um = 4920
grt_pass1_vias = 1060
grt-ovfl-total = 0
antenna_found_initial = 0

[run_status]
outcome = finished, final reports clean

[placement]
hpwlAfterDp_um = 2080
gp_congestion = 0.788
place_area_mm2 = 0.00193
placed_cells = 231
io_buffers = 36

[hold_path]
hold_class = flop to flop

==> logic make-up (layout without fill, tap and decap cells) <==
family	Yosys count	after routing
and+or+nand+nor	58	58
DFF	32	32
xor gates and xnor gates	30	30
buffers and inverters	9	50
adders and majority gates	1	1
AOI/OAI and AO/OA	1	1
==> cells in the mapped netlist, types with 2 or more instances <==
library cell | n | area, um^2
and3_1 | 5 | 31.3
nor3_1 | 4 | 20.0
nor2_1 | 5 | 18.8
nor4_2 | 4 | 50.1
and4_1 | 5 | 43.8
xnor2_1 | 11 | 96.3
nand2_1 | 9 | 33.8
nand3_4 | 2 | 35.0
inv_1 | 5 | 18.8
buf_2 | 3 | 15.0
xor2_1 | 19 | 166
nand4_1 | 4 | 25.0
dfrtp_1 | 32 | 801
nand3_1 | 10 | 50.1
nor4_1 | 6 | 37.5
==> power by group through the flow <==
stage                 clock network, W    logic, W  registers (W)
final                         0.000136  0.00000615       0.000177
after global routing          0.000151  0.00000734       0.000177
after CTS                     0.000140  0.00000652       0.000177
==> per-layer routing <==
layer  up-vias  part of all wire  GRT usage
met5         -                 0          0
met4         0             0.012     0.0196
met3         2             0.056     0.0308
met2        30              0.45      0.184
met1       528              0.48      0.188
li1        531                 -          -
==> path summary, 6_finish.rpt <==
kind	end	cells after the start	startpoint	slack, ns
max	CK	4	Sel_CLK	3.29
min	clkdiv[29]	1	clkdiv[29]	0.49
max reg2reg	clkdiv[24]	5	clkdiv[0]	5.56
min reg2reg	clkdiv[29]	1	clkdiv[29]	0.49
max in group asynchronous	clkdiv[9]	3	rst	5.45
min in group asynchronous	clkdiv[29]	3	rst	1.56
==> metrics by stage <==
step,util,total power [W],setup WS (ns)
global route,0.424,0.000335,3.24
global placement,0.405,0.000187,3.29
floorplan,-,0.000183,4.29
detailed placement,0.405,0.000187,3.29
finish,0.424,0.000320,3.29
CTS,0.424,0.000324,3.29
==> cell type report <==
type / instances / area [um^2]
repair buffers: 37 / 368
fillers: 445 / 2740
multi-input cells: 90 / 656
well taps: 67 / 83.8
clock buffers: 8 / 90.1
flip-flops and latches: 32 / 801
inverters: 5 / 18.8
Power and IR drop assume default switching activity.
