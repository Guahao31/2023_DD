==> design.v <==
`timescale 1ns / 1ps
module clk_1s( 
	input clk, 
	output reg clk_1s
);
	reg [31:0] cnt;
	initial begin
		cnt = 32'b0;
	end
	wire[31:0] cnt_next;
	assign cnt_next = cnt + 1'b1;
	always @(posedge clk) begin
		if(cnt<50_000_000)begin
			cnt <= cnt_next;
		end
		else begin
			cnt <= 0;
			clk_1s <= ~clk_1s;
		end
	end
endmodule
==> run.sh <==
#!/bin/bash
# OpenROAD 26Q1-2900-gdf79404cd8, Yosys 0.63+post, stock flow scripts
make -C /OpenROAD-flow-scripts/flow DESIGN_CONFIG=/design/flow/config.mk WORK_HOME=/design/flow/orfs finish
==> config.mk <==
export PLATFORM = sky130hd
export DESIGN_NAME = clk_1s
export DESIGN_NICKNAME = clk_1s
export VERILOG_FILES = /design/flow/design.v
export SDC_FILE = /design/flow/constraint.sdc
export NUM_CORES = 4
export LEC_CHECK = 1
export CORE_UTILIZATION = 30
==> constraint.sdc <==
current_design clk_1s

set clk_period 3.9
set clk_io_pct 0.2

create_clock -name clk0 -period $clk_period [get_ports {clk}]

set non_clock_inputs [all_inputs -no_clocks]
set_input_delay [expr $clk_period * $clk_io_pct] -clock clk0 $non_clock_inputs
set_output_delay [expr $clk_period * $clk_io_pct] -clock clk0 [all_outputs]
==> flow_summary.ini <==
; yosys + openroad results
[route]
diodes = 0
drt_iter0_markers = 46
drt-total-wl_mm = 2.396
avgViaCountPerCell = 4.859
drc = 0
firstDrtPassIters = 20
wl_per_cell_um = 11.25
num_vias = 1035
postRouteAntennaNets = 0

[placed_design]
hpwl_mm = 1.584
numPortBuffers = 1
dpl_cell_area_um2 = 1493
dpl_worst_slack_ns = 1.757
finalWeightedCongestion = 0.7693
dpl.cell_count = 205

[clock_tree]
hold_buffers = 0
numClockSinks = 33
cts_setup_buffers = 0
ctsResizeCount = 0
cts-buffers-inserted = 5
cts_root_buffer = clkbuf_8
htreeDepth = 2
clock_path_buffers = 2
clk_latency_ns = 0.28
cts_tree = done
clkTransAtPathRegs_ns = 0.06

[timing]
fin_crit_ns = 2.128
grt_setup_unrepaired = false
holdWs_ns = 0.4916
finalMaxSlewViolations = 0
fin_skew_ns = 0.001826
fmax_mhz = 470.0
hold_viol = 0
setup_viol = 0
worst_slack_ns = 1.772
min_period_over_period = 0.5456
fin_setup_tns_ns = 0

[yosys]
top_area_frac = 0.4519
yosysUniqueCellTypes = 32
synthAdderAreaFrac = 0.008826
synth.logic.top_family = simple AND/OR/NAND/NOR gates
synthesis.area_um2 = 1418
ys_sh_xor = 0.09267
ys_sh_aoi = 0.1086
synth_seq_share = 0.4731
synth.area.top_cells = dfxtp_1 (45%), nor3_1 (7.1%), xnor2_1 (5.6%)
yosys_area_um2 = 1418
syn-mean-instance-area_um2 = 9.326
postSynthCellCount = 152
synthMuxAreaShare = 0
ys_cells = 152
synthSimpleGateAreaFrac = 0.2798
ys_warn_count = 1
ys.flops = 33
synth_top_cell_by_area = dfxtp_1

[grt]
grt_overflow_total = 0
grt_max_degree = 28
grt_use_total = 0.1013
grt_pass1_vias = 905
antenna_found_initial = 0
grt_pass1_wl_mm = 4.050

[status]
status = completed

[power]
leakage_nw = 0.4558
vdd_ir_drop_max_v = 0.0002169
fin_total_pwr_mw = 0.5938
power.density_nw_per_um2 = 376.9

[floorplanning]
core_um2 = 4444
fp_util = 0.3190
fp.dieW_um = 70.74
die_h_um = 70.74
die_area_um2 = 5004
row_count = 24
ios = 2

[critical_path]
crit_arrival_ns = 2.33
cp-end-kind = flop
crit_required_ns = 4.10
worstSetupPathType = flop to flop
crit_path_start_kind = flop
cp_max_fo = 7

[job]
max-cap-violations = 0
warning_count = 25

[final_layout]
final_cells = 213
drive_above_1_share = 0.09938
design_area_um2 = 1575
area_delta_synth_final_pct = 11.12
utilization = 0.3544

[worst_hold_path]
hp-class = flop to flop
[worst max-delay path: stages, from the launching register on]
cell and delay, ns:
dfxtp_1 0.38, ha_1 0.20, nand3_1 0.22, or4_1 0.65
or3_1 0.38, a211oi_1 0.21
[cell families after synthesis]
group | count (synthesis)
compound gates | 21
xor+xnor | 15
fa+ha+maj | 1
buf+inv | 11
flops | 33
other cells | 1
simple gates | 70
[cells in the mapped netlist, drive strengths merged]
library cell,instances
xnor2,9
nand3,6
a211oi,9
or3,7
edfxtp,1
o31ai,3
xor2,6
clkbuf,6
ha,1
or2,1
buf,1
a21oi,1
nand4,6
and2,1
conb,1
or4,5
nor3b,1
nor2,5
dfxtp,32
and3,2
nor3,20
a211o,1
o21ai,6
a311oi,1
inv,4
nand2,12
nor4,3
and4,1
[state kept, by name, summed over array words and instances (netlist names)]
register	cells
cnt	32
clk_1s	1
[power by group]
group,switching [mW],internal [mW],leakage [nW]
combinational,0.00211,0.00347,0.142
clock,0.119,0.123,0.0450
sequential,0.00172,0.344,0.269
[placed cells by master, fill, tap and decap left out, types with 3 or more instances in the layout]
master,instances
nor4_1,3
a211oi_1,8
nand2_1,12
or4_1,3
nor3_1,20
nor2_1,5
dfxtp_1,32
xnor2_1,9
inv_1,4
conb_1,6
clkbuf_8,5
o31ai_1,3
or3_1,6
nand4_1,5
xor2_1,6
o21ai_0,6
nand3_1,6
[worst paths after layout]
path	cells past startpoint	startpoint	slack (ns)	endpoint
hold reg to reg	2	cnt[25]	0.49	cnt[25]
setup reg to reg	5	cnt[0]	1.77	cnt[20]
setup / recovery	5	cnt[0]	1.77	cnt[20]
hold / removal	2	cnt[25]	0.49	cnt[25]
[area by class of cell]
class | count | area [µm²]
Timing Repair Buffer | 3 | 25.02
Sequential cell | 33 | 670.6
Tap cell | 52 | 65.06
Clock inverter | 2 | 10.01
Fill cell | 464 | 2869
Multi-Input combinational cell | 113 | 716.9
Clock buffer | 6 | 72.57
Inverter | 4 | 15.01
[per-layer routing]
metal | track usage | vias to the layer above | share of wire
met4 | 0.01778 | 0 | 0.015
met2 | 0.1442 | 6 | 0.42
met1 | 0.1581 | 465 | 0.53
li1 | - | 560 | -
met3 | 0.02890 | 4 | 0.032
met5 | 0 | - | 0
Power figures rest on the tool's default switching activity, not on a simulated workload.
