[/design/flow/config.mk]
export PLATFORM = sky130hd
export DESIGN_NAME = vgac
export DESIGN_NICKNAME = vgac
export VERILOG_FILES = /design/flow/design.v
export SDC_FILE = /design/flow/constraint.sdc
export NUM_CORES = 4
export LEC_CHECK = 1
export CORE_UTILIZATION = 30
[/design/flow/constraint.sdc]
current_design vgac

set clk_period 2.9
set clk_io_pct 0.2

create_clock -name clk0 -period $clk_period [get_ports {vga_clk}]

set non_clock_inputs [all_inputs -no_clocks]
set_input_delay [expr $clk_period * $clk_io_pct] -clock clk0 $non_clock_inputs
set_output_delay [expr $clk_period * $clk_io_pct] -clock clk0 [all_outputs]
[/design/flow/design.v]
module vgac (vga_clk,clrn,d_in,row_addr,col_addr,rdn,r,g,b,hs,vs);  
   input     [11:0] d_in;      
   input            vga_clk;   
   input            clrn;
   output reg [8:0] row_addr;  
   output reg [9:0] col_addr;  
   output reg [3:0] r,g,b;  
   output reg       rdn;       
   output reg       hs,vs;     
   reg [9:0] h_count;  
   always @ (posedge vga_clk) begin
       if (!clrn) begin
           h_count <= 10'h0;
       end else if (h_count == 10'd799) begin
           h_count <= 10'h0;
       end else begin 
           h_count <= h_count + 10'h1;
       end
   end
   reg [9:0] v_count;  
   always @ (posedge vga_clk or negedge clrn) begin
       if (!clrn) begin
           v_count <= 10'h0;
       end else if (h_count == 10'd799) begin
           if (v_count == 10'd524) begin
               v_count <= 10'h0;
           end else begin
               v_count <= v_count + 10'h1;
           end
       end
   end
    wire  [9:0] row    =  v_count - 10'd35;      
    wire  [9:0] col    =  h_count - 10'd143;     
    wire        h_sync = (h_count > 10'd95);     
    wire        v_sync = (v_count > 10'd1);      
    wire        read   = (h_count > 10'd142) &&  
                         (h_count < 10'd783) &&  
                         (v_count > 10'd34)  &&  
                         (v_count < 10'd515);    
    always @ (posedge vga_clk) begin
        row_addr <=  row[8:0];  
        col_addr <=  col;       
        rdn      <= ~read;      
        hs       <=  h_sync;    
        vs       <=  v_sync;    
        r        <=  rdn ? 4'h0 : d_in[3:0];  
        g        <=  rdn ? 4'h0 : d_in[7:4];  
        b        <=  rdn ? 4'h0 : d_in[11:8];  
    end
endmodule
[/design/flow/run.sh]
#!/bin/bash
# OpenROAD 26Q1-2900-gdf79404cd8, Yosys 0.63+post, stock flow scripts
make -C /OpenROAD-flow-scripts/flow DESIGN_CONFIG=/design/flow/config.mk WORK_HOME=/design/flow/orfs finish
==> flow_metrics.tcl <==
# place-and-route summary
set metrics [dict create \
    route.antenna.remaining_nets 0 \
    antenna_found_initial 0 \
    post_cts_resized 0 \
    synth-edff-count 0 \
    maxClockFrequency_mhz 486 \
    timing.critical_path.required_ns 3.09 \
    critPathArrivalTime_ns 2.25 \
    total_leakage_power_nw 1.09 \
    max-cap-violations 0 \
    synthesis.area_per_instance_um2 10.7 \
    syn-instance-count 197 \
    openroad.warnings 30 \
    routedWlPerCell_um 11.4 \
    dr_total_vias 1444 \
    gr-usage-all-layers_pct 10.7 \
    worst_slew_pin_slew_ns 0.482 \
    timing.reg2reg.setup_slack_ns 0.84 \
    detail_route.iter0.violations 68 \
    power.density_cell_area_mw_per_mm2 459 \
    detail_route.first_pass.iterations 4 \
    post_route_cells_drive_above_1_share_pct 7.17 \
    post-cts-setup-buffer-count 0 \
    rr_endpoint "v_count[4]" \
    clock_skew_ns 0.00822 \
    timing.hold.worst.class "reg2reg" \
    mostFrequentLayoutCell "sky130_fd_sc_hd__clkdlybuf4s50_1" \
    holdCritStartpoint "h_count[0]" \
    ir_drop_mv 0.182 \
    core_region_area_mm2 0.00679 \
    status "completed" \
    synth_cell_area_mm2 0.00211 \
    worstReg2RegStart "h_count[1]" \
    reg2reg_depth 5 \
    yosys.cell_types.count 44 \
    setup_violations 0 \
    die_width_um 85.9 \
    kind_of_critical_path "reg2reg" \
    hold_end "col_addr[0]" \
    grt_total_ovfl 0 \
    drcViolationCount 0 \
    floorplan.rows 30 \
    synthFlopType "sky130_fd_sc_hd__dfxtp_1" \
    endpoint_kind "flop" \
    die_area_mm2 0.00738 \
    worst_skew_pair.late_latency_ns 0.30 \
    async_reset_ff_share_pct 18.5 \
    timing.max_slew.rel_slack_pct 67.5 \
    finalWorstPathRequiredPeriod_ns 2.06 \
    final-comb-area_um2 880 \
    worst_hold_slack_ns 0.463 \
    synth_flop_count 54 \
    first_pass_grt_wire_length_um 6250 \
    yosys.stat.chipArea_mm2 0.00211 \
    tritoncts "done" \
    synth_sequential_area_ratio_pct 53.6 \
    htreeDepth 2 \
    grt_setup_unrepaired "no" \
    yosysCellCount 197 \
    synth-warning-count 1 \
    vias_in_the_first_global_route 1307 \
    finalSetupTns_ns 0 \
    final_max_slew_viol_count 0 \
    die_h_um 85.9 \
    timing_hold_violations_final 0 \
    seq_area_mm2 0.00113 \
    filler_cell_count 674 \
    ctsHoldBuffers 0 \
    clkTransAtPathRegs_ns 0.09 \
    avgViaCountPerCell 4.34 \
    area_growth_syn_to_layout_pct 29.2 \
    critical_path.startpoint_type "flop" \
    maximum_number_of_pins_on_one_net_before_global_route_repair 17 \
    diodes 0 \
    tritoncts.num_buffers 5 \
    layout.cells.most_common_list "sky130_fd_sc_hd__clkdlybuf4s50_1 (47), sky130_fd_sc_hd__dfxtp_1 (44), sky130_fd_sc_hd__xor2_1 (15)" \
    worstPathMaxFanout 11 \
    finalWeightedCongestion 0.840 \
    core_util_floorplan_pct 31.1 \
    io_pins 48 \
    hold-path-cell-count 1 \
    clock_tree.root_cell "sky130_fd_sc_hd__clkbuf_8" \
    detailed_place_hpwl_um 2580 \
    fin_crit_share_pct 70.9 \
    drt-total-wl_um 3780 \
    numClockSinks 54 \
    clk_path_buf_depth 2 \
    portBuffers 47 \
]
-- synth_stat cells (2+ instances only) --
| cell type | number | area, um2 |
|---|---|---|
| sky130_fd_sc_hd__a21oi_1 | 4 | 20.0 |
| sky130_fd_sc_hd__and2_1 | 2 | 12.5 |
| sky130_fd_sc_hd__and3_1 | 4 | 25.0 |
| sky130_fd_sc_hd__and4_1 | 2 | 17.5 |
| sky130_fd_sc_hd__buf_2 | 8 | 40.0 |
| sky130_fd_sc_hd__buf_4 | 2 | 15.0 |
| sky130_fd_sc_hd__clkbuf_1 | 5 | 18.8 |
| sky130_fd_sc_hd__dfrtp_1 | 10 | 250 |
| sky130_fd_sc_hd__dfxtp_1 | 44 | 881 |
| sky130_fd_sc_hd__ha_1 | 7 | 87.6 |
| sky130_fd_sc_hd__inv_1 | 4 | 15.0 |
| sky130_fd_sc_hd__mux2_2 | 2 | 22.5 |
| sky130_fd_sc_hd__nand2_1 | 8 | 30.0 |
| sky130_fd_sc_hd__nand3_1 | 5 | 25.0 |
| sky130_fd_sc_hd__nand4_1 | 7 | 43.8 |
| sky130_fd_sc_hd__nor2_1 | 10 | 37.5 |
| sky130_fd_sc_hd__nor2b_1 | 13 | 81.3 |
| sky130_fd_sc_hd__nor3_1 | 7 | 35.0 |
| sky130_fd_sc_hd__o21ai_0 | 5 | 25.0 |
| sky130_fd_sc_hd__o31ai_1 | 3 | 22.5 |
| sky130_fd_sc_hd__o41ai_1 | 2 | 17.5 |
| sky130_fd_sc_hd__xnor2_1 | 7 | 61.3 |
| sky130_fd_sc_hd__xor2_1 | 15 | 131 |
-- sequential cells by signal (all words and copies together) (netlist names) --
| register | flops |
|---|---|
| b | 4 |
| r | 4 |
| row_addr | 9 |
| hs | 1 |
| col_addr | 10 |
| rdn | 1 |
| g | 4 |
| h_count | 10 |
| v_count | 10 |
| vs | 1 |
-- metal layers --
layer | routed length, um | vias up | GRT usage, %
li1 | - | 747 | -
met1 | 1950 | 649 | 17.8
met2 | 1550 | 43 | 14.9
met3 | 224 | 5 | 2.73
met4 | 51 | 0 | 1.21
met5 | 0 | - | 0
-- worst max path at each step --
stage	from	end	slack, ns	cells past startpoint
final	h_count[1]	v_count[4]	0.84	5
after global routing	h_count[1]	v_count[4]	0.66	5
after CTS	rdn	rdn	0.85	1
-- area by class of cell --
cell class | count | area share (%)
inverters | 4 | 0.550
flip-flops and latches | 54 | 41.5
clock buffers | 6 | 3.44
well taps | 96 | 4.40
repair buffers | 48 | 17.5
multi-input cells | 123 | 32.2
clock inverters | 2 | 0.367
-- critical path, cell delays in order (launching register included) --
cell	delay [ns]
sky130_fd_sc_hd__dfxtp_1	0.40
sky130_fd_sc_hd__ha_1	0.20
sky130_fd_sc_hd__and3_1	0.34
sky130_fd_sc_hd__nand4_1	0.44
sky130_fd_sc_hd__nor2_1	0.23
sky130_fd_sc_hd__mux2_2	0.34
-- stage by stage --
| stage | setup slack (ns) | utilization, % | total power, mW | area (um2) | cells |
|---|---|---|---|---|---|
| 6_report | 0.843 | 40.1 | 1.25 | 2730 | 333 |
| 5_1_grt | 0.663 | 40.1 | 1.31 | 2730 | 333 |
| 4_1_cts | 0.854 | 40.1 | 1.27 | 2730 | 333 |
| 3_5_place_dp | 0.881 | 38.6 | 0.816 | 2620 | 325 |
| 3_3_place_gp | 0.914 | 38.6 | 0.817 | 2620 | 325 |
| 2_1_floorplan | 1.27 | - | 0.782 | 2110 | 197 |
-- logic make-up (layout without fill, tap and decap cells) --
kind of cell	Yosys count	count (layout)	synth area share (%)
xor+xnor	22	22	9.13
fa+ha+maj	7	7	4.15
mux	3	3	1.54
buf+inv	20	60	4.74
compound gates	24	24	7.94
flops	54	54	53.6
simple gates	67	67	18.9
-- power breakdown --
part           switching [mW]  internal (mW)
combinational          0.0113         0.0303
clock                   0.233          0.220
sequential            0.00544          0.752
Power is estimated from default activity; no workload was simulated.
